$ cat flow/constraint.sdc
current_design sensorInterface

set clk_period 1.5
set clk_io_pct 0.2

create_clock -name clk0 -period $clk_period [get_ports {clk}]

set non_clock_inputs [all_inputs -no_clocks]
set_input_delay [expr $clk_period * $clk_io_pct] -clock clk0 $non_clock_inputs
set_output_delay [expr $clk_period * $clk_io_pct] -clock clk0 [all_outputs]
$ cat flow/run.sh
#!/bin/bash
# OpenROAD 26Q1-2900-gdf79404cd8, Yosys 0.63+post, stock flow scripts
make -C /OpenROAD-flow-scripts/flow DESIGN_CONFIG=/design/flow/config.mk WORK_HOME=/design/flow/orfs finish
$ cat flow/design.v
module sensorInterface(
    input wire clk,
    input wire reset,
    input wire sensor_data_ready,
    input wire [9:0] sensor_x,  
    input wire [9:0] sensor_y,  
    output reg [9:0] touch_x,
    output reg [9:0] touch_y,
    output reg touch_valid
);
always @(posedge clk or posedge reset)
 begin
    if (reset)
     begin
        touch_x <= 10'b0;
        touch_y <= 10'b0;
        touch_valid <= 1'b0;
    end 
    else if (sensor_data_ready) 
    begin
        touch_x <= sensor_x;
        touch_y <= sensor_y;
        touch_valid <= 1'b1;
    end 
    else begin
        touch_valid <= 1'b0;
    end
end
endmodule
module CoordinateMapper (
    input wire [9:0] raw_x,
    input wire [9:0] raw_y,
    input wire touch_valid,
    output reg [9:0] screen_x,
    output reg [9:0] screen_y,
    output reg screen_valid
);
localparam SCREEN_WIDTH = 800;
localparam SCREEN_HEIGHT = 600;
localparam SENSOR_MAX = 1023;
always @(*) begin
    if (touch_valid) 
    begin
        screen_x = (raw_x * SCREEN_WIDTH) / SENSOR_MAX;
        screen_y = (raw_y * SCREEN_HEIGHT) / SENSOR_MAX;
        screen_valid = 1'b1;
    end 
    else begin
        screen_valid = 1'b0;
    end
end
endmodule
module GestureRecognition (
    input wire clk,
    input wire reset,
    input wire [9:0] screen_x,
    input wire [9:0] screen_y,
    input wire screen_valid,
    output reg gesture_tap,
    output reg gesture_swipe
);
localparam IDLE = 2'b00, TOUCH = 2'b01, SWIPE = 2'b10;
reg [1:0] state, next_state;
reg [9:0] last_x, last_y;
always @(posedge clk or posedge reset)
 begin
    if (reset)
     begin
        state <= IDLE;
        gesture_tap <= 1'b0;
        gesture_swipe <= 1'b0;
    end 
    else begin
        state <= next_state;
        if (screen_valid) 
        begin
            last_x <= screen_x;
            last_y <= screen_y;
        end
    end
end
always @(*) begin
    next_state = state;
    gesture_tap = 1'b0;
    gesture_swipe = 1'b0;
case (state)
        IDLE: begin
            if (screen_valid)
                next_state = TOUCH;
        end
        TOUCH: begin
            if (!screen_valid)
                gesture_tap = 1'b1;  
            else if ((screen_x != last_x) || (screen_y != last_y))
                next_state = SWIPE;
        end
        SWIPE: begin
            gesture_swipe = 1'b1;  
            if (!screen_valid)
                next_state = IDLE;
        end
    endcase
end
endmodule
module DisplayController (
    input wire clk, 
    input wire reset, 
    input wire [9: 0] screen_x, 
    input wire [9: 0] screen_y, 
    input wire screen_valid, 
    output reg [3: 0] vga_r, 
    output reg [3: 0] vga_g, 
    output reg [3: 0] vga_b, 
    output wire vga_hsync,   
    output wire vga_vsync    
);
localparam H_RES = 800;
localparam V_RES = 600;
localparam H_FP = 40,  H_PW = 128,  H_BP = 88;  
localparam V_FP = 1,  V_PW = 4,  V_BP = 23;
reg [9: 0] h_count = 0;
reg [9: 0] v_count = 0;
always @(posedge clk or posedge reset) begin
    if (reset) begin
        h_count <= 0;
        v_count <= 0;
    end else begin
        if (h_count < H_RES + H_FP + H_PW + H_BP - 1)
            h_count <= h_count + 1;
        else begin
            h_count <= 0;
            if (v_count < V_RES + V_FP + V_PW + V_BP - 1)
                v_count <= v_count + 1;
            else
                v_count <= 0;
        end
    end
end
assign vga_hsync = (h_count >= H_RES + H_FP) && (h_count < H_RES + H_FP + H_PW);
assign vga_vsync = (v_count >= V_RES + V_FP) && (v_count < V_RES + V_FP + V_PW);
always @(*) begin
    if (h_count < H_RES && v_count < V_RES) begin
        if (screen_valid && h_count == screen_x && v_count == screen_y) begin
            vga_r = 4'hF;  
            vga_g = 4'h0;
            vga_b = 4'h0;
        end else begin
            vga_r = 4'h0;
            vga_g = 4'h0;
            vga_b = 4'h0;
        end
    end else begin
        vga_r = 4'h0;
        vga_g = 4'h0;
        vga_b = 4'h0;
    end
end
endmodule
$ cat flow/config.mk
export PLATFORM = sky130hd
export DESIGN_NAME = sensorInterface
export DESIGN_NICKNAME = sensorInterface
export VERILOG_FILES = /design/flow/design.v
export SDC_FILE = /design/flow/constraint.sdc
export NUM_CORES = 4
export LEC_CHECK = 1
export CORE_AREA = 10 10 102 102
export DIE_AREA = 0 0 112 112
==> deck_impl_summary.md <==
Implementation Results

CTS
  • Post-CTS sizing: 0
  • CTS buffer count: 3
  • Max Root-Sink Buffers: 2
  • Root Driver: clkbuf_8
  • CTS tree: done
  • Setup Buffers After CTS: 0
  • Clock slew at reported path FFs: 0.08 ns
  • Clk Latency, worst-skew pair: 0.26 ns
  • # hold bufs at CTS: 0
  • H-tree depth: 1
  • Sink Count: 21

Route
  • Antenna Cells: 0
  • DRT Pass-1 Iters: 4
  • Routed WL per cell: 11.94 µm
  • Total wire length: 2.340 mm
  • Via count: 524
  • First-iteration detailed-routing DRC count: 24
  • DRC violations left: 0
  • Vias per cell: 2.673
  • Antenna Nets Post-Route: 0

Run
  • MaxCap Viol Count: 0
  • Tool warnings: 25

Global route
  • Pin count of the biggest net entering global routing: 22
  • GRT Util Overall: 0.03618
  • Global-route wire length before repair: 3.815 mm
  • Vias in the first global route: 605
  • Initial antenna violation count: 0
  • Grt ovf: 0

Yosys
  • Mapped Cells: 44
  • Seq share, synth: 0.6167
  • YS warnings: 1
  • YS chip area: 852.1 µm²
  • Ys cells: 44
  • Mapped Avg Cell Area: 19.37 µm²
  • Netlist cell types: 4
  • Synth flops: 21
  • Mapped Area: 852.1 µm²

Pwr
  • Reg power frac: 0.495
  • Pleak: 0.6201 nW
  • Clock share of power: 0.290
  • Combinational power share: 0.215
  • VDD IR-drop max: 208.1 µV
  • Switch share: 0.2157
  • Switching power: 0.2846 mW
  • Power density over the cells: 901.4 nW/µm²
  • Internal: 1.035 mW

Placement
  • Post-DP HPWL: 1.788 mm
  • Placer Congestion: 0.7100
  • Port Buffers: 43

Critical path
  • Critical Path Max Stage Delay: 0.49 ns
  • Worst-path maximum fanout: 2
  • Buf/Inv on CP: 1
  • Cells on worst reg2reg path: 1
  • Crit path depth: 1
  • Worst Setup Path Type: reg -> out
  • Crit path DAT: 1.11 ns
  • Crit path to: touch_y[8]
  • R2r setup slk: 0.73 ns
  • Worst r2r src: touch_x[0]
  • Critical path cell sequence: clkdlybuf4s50_1
  • Critical path's top delay family: buffers and inverters
  • Critical path endpoint category: output pin
  • Startpoint types: flop
  • R2r endpoint: touch_x[0]
  • Critical path's slowest cell: clkdlybuf4s50_1
  • Crit path DRT: 1.20 ns
  • Crit path launch: touch_y[8]

Layout
  • Most numerous logic cell after layout: clkdlybuf4s50_1
  • Area Overhead vs Synth: 71.81%
  • Proportion of layout cells with a drive suffix above 1: 0.2747
  • Most numerous logic cells after layout: clkdlybuf4s50_1, dfrtp_1, mux2_4

Floorplan
  • Num rows: 33
  • # IOs: 44
  • Die area: 12,540 µm²
  • Die Y: 112 µm
  • Core Area: 8217 µm²
  • Die X: 112 µm
  • Floorplan Utilization: 0.1037

Run status
  • Status: finished clean

Final timing
  • Fin crit period: 1.414 ns
  • Post-layout period usage: 0.9424
  • Final hold slack: 0.3812 ns
  • Worst-Margin Slew: 0.2852 ns
  • Final Max Tran Viols: 0
  • Final setup fails: 0
  • Max Clock Freq: 707.4 MHz
  • Hold Vio Cnt, Final: 0
  • Setup TNS: 0 ns
  • Slew headroom: 0.8099
  • Worst Skew: 0 ns
  • Unrepaired setup endpoints after global routing: no

Worst hold path
  • Worst hold-check path type: in -> async
tightest hold or removal path, delay by kind of cell:
family	cells	cell delay (ns)
buffers and inverters	3	0.73
final cells by class:
type	instances	area (µm²)
Fill cell	858	6753
Clock buffer	4	45.04
Multi-Input combinational cell	20	300.3
Inverter	1	3.754
Sequential cell	21	525.5
Tap cell	105	131.4
Timing Repair Buffer	45	457.9
metal layers:
layer,GRT usage,routed length (µm),up-vias
li1,-,-,242
met1,0.04595,926,274
met2,0.06294,1310,6
met3,0.004886,47,2
met4,0.009306,55,0
met5,0,0,-
stage by stage:
step	setup WS (ns)	power [mW]	utilization	instance area [µm²]	cells
final	0.08644	1.320	0.1782	1464	196
after global routing	0.03244	1.399	0.1782	1464	196
after detailed placement	0.02796	0.9558	0.1727	1419	192
after floorplan	0.6381	0.7550	-	852.1	44
after global placement	0.02553	0.9558	0.1727	1419	192
after CTS	0.06864	1.347	0.1782	1464	196
flip-flops by register name (all words and copies together), names as in the netlist:
name,flops
touch_x,10
touch_y,10
touch_valid,1
Yosys cell counts:
library cell	n	share of area
mux2_4	20	0.35
buf_6	2	0.026
inv_1	1	0.0044
dfrtp_1	21	0.62
kinds of logic after synthesis:
group	Yosys count	synth area share
flip-flops	21	0.6167
multiplexers	20	0.3524
buffers and inverters	3	0.03083
power by group through the flow:
stage,registers (mW),logic (mW),clock network (mW)
4_1_cts,0.654,0.293,0.400
5_1_grt,0.661,0.306,0.432
6_report,0.653,0.284,0.383
how the worst min path moves through the flow:
| stage | endpoint | from |
|---|---|---|
| final | touch_x[5] | reset |
| after global routing | touch_valid | reset |
| after CTS | touch_x[5] | reset |
No activity file was given, so power comes from the tool's default toggle rates.
